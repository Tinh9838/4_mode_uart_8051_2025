==> flow/design.v <==
module uart_mode2_tx (
    input wire clk,
    input wire rst,
    input wire start,               
    input wire [7:0] data_in,       
    input wire tb8,                 
    output reg txd,                 
    output reg busy                 
);
reg [3:0] bit_cnt;
reg [10:0] shift_reg;              
reg [7:0] clk_cnt;
parameter CLK_PER_BIT = 100;       
always @(posedge clk or posedge rst) begin
    if (rst) begin                                                              
        txd <= 1;
        busy <= 0;
        bit_cnt <= 0;
        clk_cnt <= 0;
    end else begin                                                               
        if (start && !busy) begin
            shift_reg <= {1'b1, tb8, data_in, 1'b0};
            bit_cnt <= 0;
            busy <= 1;
            clk_cnt <= 0;
        end else if (busy) begin                                                 
            if (clk_cnt == CLK_PER_BIT - 1) begin
                clk_cnt <= 0;
                txd <= shift_reg[0];
                shift_reg <= shift_reg >> 1;
                bit_cnt <= bit_cnt + 1;
                if (bit_cnt == 10) begin
                    busy <= 0;
                    txd <= 1;
                end
            end else begin
                clk_cnt <= clk_cnt + 1;                                        
            end
        end
    end
end
endmodule
==> flow/run.sh <==
#!/bin/bash
# OpenROAD 26Q1-2900-gdf79404cd8, Yosys 0.63+post, stock flow scripts
make -C /OpenROAD-flow-scripts/flow DESIGN_CONFIG=/design/flow/config.mk WORK_HOME=/design/flow/orfs finish
==> flow/config.mk <==
export PLATFORM = sky130hd
export DESIGN_NAME = uart_mode2_tx
export DESIGN_NICKNAME = uart_mode2_tx
export VERILOG_FILES = /design/flow/design.v
export SDC_FILE = /design/flow/constraint.sdc
export NUM_CORES = 4
export LEC_CHECK = 1
export CORE_UTILIZATION = 30
==> flow/constraint.sdc <==
current_design uart_mode2_tx

set clk_period 2.9
set clk_io_pct 0.2

create_clock -name clk0 -period $clk_period [get_ports {clk}]

set non_clock_inputs [all_inputs -no_clocks]
set_input_delay [expr $clk_period * $clk_io_pct] -clock clk0 $non_clock_inputs
set_output_delay [expr $clk_period * $clk_io_pct] -clock clk0 [all_outputs]
==> results.yml <==
# flow metrics
clocking:
  cts_resized: 0
  postCtsSetupBuffers: 0
  cts_root_buf: "clkbuf_8"
  ctsHtreeMaxLevel: 1
  cts-buffers-inserted: 3
  cts.sinks: 25
  ctsHoldBuffers: 0
  clkLatencyLatePin_ps: 270
  cts_tree: "built"
  cts.path.max_buffers: 2
  cts.clk_slew.worst_paths_ps: 90
timing:
  drv_slew: 0
  min_period_over_period_pct: 66.6
  rsz0062_at_grt: "no"
  slew_headroom_pct: 63.1
  fmax_mhz: 518
  report.final.setup_viol: 0
  tns_ps: 0
  skew_ps: 5.33
  fin_ws_ps: 968
  period_needed_ps: 1930
  worst_pin_slew_ps: 553
  final_hold_viol_count: 0
global_route:
  grt_max_degree: 16
  antenna_found_initial: 0
  grt_use_met1_pct: 16.7
  grt_overflow: 0
  globalRouteMet2Util_pct: 15.4
  grt_pass1_vias: 768
  grt_usage_pct: 10.6
  grtUsageMet3_pct: 2.80
  grt_pass1_wl_mm: 3.43
  grt-busiest-layer: "met1"
setup_path:
  arrival_ps: 1910
  crit_buf_inv: 2
  critPathSlowestCell: "clkdlybuf4s50_1"
  critPathRequiredTime_ps: 2880
  reg2reg_slack_ps: 1190
  crit_type: "input port to flip-flop"
  cp_max_fo: 13
  crit_family: "buffers and inverters"
  worstSetupPathDepth: 5
  crit_start: "start"
  setup.worst_path.start_class: "input port"
  r2r_cells: 5
  r2r_end: "shift_reg[7]"
  timing.rr.start: "clk_cnt[0]"
  worstSetupEndpoint: "shift_reg[7]"
  max_stage_delay_ps: 540
  path_cells: "clkdlybuf4s50_1 -> and2b_2 -> a31oi_1 -> nor2_1 -> buf_4"
  setup.worst_path.end_class: "flip-flop"
placement:
  place_inst: 159
  globalplace.congestion: 0.789
  io_buffers: 13
  hpwl_mm: 1.39
  pre_cts_slack_ps: 665
  dpl-instance-area_sq_um: 1410
logic_synthesis:
  synth_seq_share_pct: 55.9
  synth_cell_types: 34
  syn_avg_cell_area_sq_um: 12.4
  ff_type: "dfrtp_1"
  synth-seq-cells: 25
  yosysChipArea_sq_um: 1220
  synth_async_sr_flop_share_pct: 56.0
  syn_inst: 98
  synth-edff-count: 11
  syn_area_sq_um: 1220
  synth.yosys.warnings: 1
  yosysCellCount: 98
floorplan:
  dieArea_sq_um: 4330
  core_area_sq_um: 3770
  floorplan.core_util_pct: 32.3
  rows: 22
  boundaryPins: 14
  dieHeight_microns: 65.8
  die_w_microns: 65.8
layout:
  area_growth_pct: 19.3
  largest_reg_flops: 11
  final_cell_mix: "dfrtp_1 (13), clkdlybuf4s50_1 (13), edfxtp_1 (11)"
  final_area_sq_um: 1460
  fillCellCount: 336
  final_layout_size_suffix_gt1_share_pct: 21.7
  fin_cells: 163
drt:
  drtIter0Drc: 24
  via_per_inst: 4.96
  insertedDiodeCount: 0
  vias: 809
  drc: 0
  wl_per_cell_microns: 12.1
  routed_wl_mm: 1.98
  ant_nets: 0
  first_pass_iters: 4
hold_path:
  min_path_type: "flip-flop to flip-flop"
run:
  drv_cap: 0
  tool_warnings: 27
power:
  power.density_nw_per_um2: 692
  ir_worst_vdd_mv: 0.309
  p_leak_nw: 0.543
run_status:
  status: "finished clean"
## metal layers
metal	part of all wire, %	wire length, microns
met1	51	1010
met2	42	839
met3	6.2	122
met4	0.61	12
met5	0	0
## layout make-up
| type | count | area [sq um] | area share (%) |
|---|---|---|---|
| sequential | 25 | 682 | 46.9 |
| multi-input combinational | 67 | 508 | 34.9 |
| timing repair buffer | 14 | 138 | 9.46 |
| tap | 48 | 60.1 | 4.13 |
| clock buffer | 3 | 41.3 | 2.84 |
| inverter | 5 | 18.8 | 1.29 |
| clock inverter | 1 | 7.51 | 0.516 |
## kinds of logic (layout without fill, tap and decap cells)
logic type               count (synthesis)  count (layout)  share of synthesized area (%)
AND/OR/NAND/NOR                         27              27                           13.3
XOR/XNOR                                 2               2                           1.44
multiplexers                            11              11                           10.1
adder cells (fa/ha/maj)                  4               4                           4.10
flip-flops                              25              25                           55.9
buffers and inverters                    6              23                           2.46
AND-OR/OR-AND                           23              23                           12.7
## per-stage QoR
stage	power [mW]	utilization, %	hold WS (ps)
floorplan	0.723	-	469
global placement	0.802	37.3	519
detailed placement	0.804	37.3	519
CTS	1.02	38.6	535
global route	1.08	38.6	547
finish	1.01	38.6	532
## synthesized netlist by cell type (2+ instances only)
cell type | count | area, sq um
nor2b_1 | 3 | 18.8
dfrtp_1 | 13 | 325
a31o_2 | 2 | 17.5
nor2_1 | 4 | 15.0
xor2_1 | 2 | 17.5
edfxtp_1 | 11 | 330
inv_1 | 5 | 18.8
o21ai_0 | 8 | 40.0
o2bb2ai_1 | 3 | 26.3
or3_2 | 2 | 15.0
ha_1 | 4 | 50.1
nand3_1 | 5 | 25.0
mux2_2 | 10 | 113
nand2_1 | 4 | 15.0
a21oi_1 | 3 | 15.0
## power breakdown
group / internal [mW] / switching [mW] / total (mW)
Combinational: 0.129 / 0.115 / 0.244
Clock: 0.0972 / 0.109 / 0.206
Sequential: 0.456 / 0.101 / 0.557
## worst min path at each step
stage / start / to / slack [ps] / cells after the start
after global routing: bit_cnt[0] / bit_cnt[0] / 550 / 1
after CTS: bit_cnt[0] / bit_cnt[0] / 530 / 1
final: bit_cnt[0] / bit_cnt[0] / 530 / 1
Power and IR drop assume default switching activity.
