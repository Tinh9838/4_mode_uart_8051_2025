===== ./config.mk =====
export PLATFORM = sky130hd
export DESIGN_NAME = uart_tx_mode3
export DESIGN_NICKNAME = uart_tx_mode3
export VERILOG_FILES = /design/flow/design.v
export SDC_FILE = /design/flow/constraint.sdc
export NUM_CORES = 4
export LEC_CHECK = 1
export CORE_UTILIZATION = 30

===== ./constraint.sdc =====
current_design uart_tx_mode3

set clk_period 5.1
set clk_io_pct 0.2

create_clock -name clk0 -period $clk_period [get_ports {clk}]

set non_clock_inputs [all_inputs -no_clocks]
set_input_delay [expr $clk_period * $clk_io_pct] -clock clk0 $non_clock_inputs
set_output_delay [expr $clk_period * $clk_io_pct] -clock clk0 [all_outputs]

===== ./design.v =====
module uart_tx_mode3 (
    input clk,
    input rst_n,
    input tx_start,
    input [7:0] tx_data,
    output reg tx,
    output reg tx_done
);
parameter CLK_PER_BIT = 5208;   
reg [3:0] bit_cnt;
reg [13:0] clk_cnt;
reg [9:0] shift_reg;
reg busy;
always @(posedge clk or negedge rst_n) begin
    if (!rst_n) begin
        tx <= 1'b1;   
        bit_cnt <= 0;
        clk_cnt <= 0;
        busy <= 0;
        tx_done <= 0;
    end else begin
        if (tx_start && !busy) begin
            shift_reg <= {1'b1, tx_data, 1'b0};   
            busy <= 1;
            clk_cnt <= 0;
            bit_cnt <= 0;
            tx_done <= 0;
        end else if (busy) begin
            if (clk_cnt < CLK_PER_BIT - 1)
                clk_cnt <= clk_cnt + 1;
            else begin
                clk_cnt <= 0;
                tx <= shift_reg[0];
                shift_reg <= {1'b1, shift_reg[9:1]};   
                bit_cnt <= bit_cnt + 1;
                if (bit_cnt == 9) begin
                    busy <= 0;
                    tx_done <= 1;
                    tx <= 1'b1;   
                end
            end
        end else begin
            tx_done <= 0;
        end
    end
end
endmodule

===== ./run.sh =====
#!/bin/bash
# OpenROAD 26Q1-2900-gdf79404cd8, Yosys 0.63+post, stock flow scripts
make -C /OpenROAD-flow-scripts/flow DESIGN_CONFIG=/design/flow/config.mk WORK_HOME=/design/flow/orfs finish

==> notes.md <==
The following summarizes the physical implementation.

Finish
After filler insertion, the fill cell instance count of the layout stands at between 500 and 600. The area of all placed cells without fillers is just under 2000 um^2. The flip-flop count of the largest register, all copies and words added is 14. In the final layout, the share of cells above drive strength 1 is 0.113. Per the run report, area growth between synthesis and finish was 18.2%.

Die
The area of the die is just under 6000 um^2. The vertical die dimension reported for this design is between 70 and 80 um. The area of the core is approximately 5200 um^2.

The die boundary width is about 76 um. The number of rows in the core area is 26. The boundary pin count is 13. The floorplan utilization is 0.319.

Drt
For this run, the detailed router reports a per-instance via density of between 4 and 5. The violation count after the first detailed-route iteration is around 56. The total vias in the final route is ~1300. The number of diodes added for antenna fixing is 0.

The count of nets left with antenna violations after detail routing is 0. The detailed router reported a total wirelength of around 3.2 mm. The iteration count of the initial detailed-routing pass is 4. Per the detail_route report, routed wire per instance is around 12 um. The DRC violations left is 0.

Clock network
For this design, the CTS-stage hold fixing added 0 buffers. The deepest clock path buffer count is 2. Clock tree synthesis inserted a total of 5 buffers. The number of gates resized after cts is 0. Clock latency on the worst-skew pair, taken at its later pin, is 0.28 ns.

The buffer type at the clock tree root is sky130_fd_sc_hd__clkbuf_8. The number of buffers added for setup after CTS is 0. CTS saw 30 sinks. TritonCTS built the clock tree. The number of H-tree levels is 2. The clock-pin transition on the worst setup and hold timing paths is 0.06 ns.

Worst setup path
The sort of element at the end of the critical path is an output port. The buffer-and-inverter tally for the worst setup path is 1. According to the timing report, the data required time at the worst endpoint equals approximately 4 ns. The critical path startpoint category is a flip-flop. Among all stages on the critical path, the maximum delay recorded is about 0.53 ns. The slowest stage of the critical path belongs to the cell sky130_fd_sc_hd__dfstp_2.

The endpoint arrival time on the critical path is between 1 and 1.5 ns. The category of the critical setup timing path is reg2out. In this run the critical path is formed by clkdlybuf4s50_1. In this design, the largest share of critical-path delay is due to flip-flops. STA lists the maximum fanout along the critical path as 2.

Synthesis
The primary flip-flop cell chosen by synthesis mapping is sky130_fd_sc_hd__dfrtp_1. In the Yosys report the total cell count is about 170. The dominant combinational cell family by area after synthesis is simple AND/OR/NAND/NOR gates. After synthesis, the mean cell area works out to a little under 10 um^2. The compound-cell area share of the yosys netlist is 0.179. The cell area after synthesis is around 1700 um^2.

The synthesized instance count is between 150 and 200. The synthesis stat section lists a flop and latch total of 30. The netlist uses about 50 different library cells. The synthesized design contains 9 enable-type register cells. The adder-cell share of the synthesized area is 0.0226. The warning count from the yosys run is 1. The cell-mix breakdown from Yosys lists the simple-gate area share as 0.252. The register area share after synthesis is 0.480. The yosys synthesis chip area is 1660 um^2. The cell-mix breakdown from Yosys lists the XOR/XNOR area share as 0. Measured against the total synthesized area, the mux share comes to 0.0188. The proportion of register bits with asynchronous set or reset after synthesis is 0.700.

Power
The worst IR drop on VDD is approximately 0.00024 V. The cell leakage power is just under 0.8 nW. The power density over the cells is 426 nW/um^2.

GRT
The via count of the first global-routing pass is around 1200. The initial antenna violation count is 0. The global route stage reports its total congestion overflow as 0. The overall track demand over capacity in global routing is 0.126.

The first-pass GRT wire length is approximately 5.9 mm. The pin count of the biggest net entering global routing is 23.

Hold path
The worst min-delay path class is reg2reg.

Final timing
The routed design could run at a clock period as short as ~2.3 ns. Setup repair after global routing left no endpoint under its margin. The setup total negative slack is 0 ns. Static timing analysis puts the maximum clock frequency at 440 MHz. The maximum clock skew at final layout is a little over 0.004 ns. Post-route period utilization is reported as 0.446. The final-report max-slew violation count is 0. The worst pin sits at a relative slew slack of 0.626. The pin closest to its max-slew limit shows a slew of around 0.56 ns. The total count of hold-check failures in the final report is 0. The final count of negative-setup-slack endpoints is 0.

Job
The number of warnings in the stage logs is 26. The count of maximum capacitance violations is 0.

Placement
The HPWL after detailed placement is between 2 and 2.5 mm. The routability-driven placement congestion ratio is between 0.7 and 0.8. Buffers placed on the I/O ports in this run total 12. Per the detailed placement report, the placed cell area equals between 1500 and 2000 um^2.

Outcome
The run finished with clean final reports.
-- report_power, final --
part,internal (mW),switching (mW)
combinational,0.0915,0.0960
clock,0.193,0.0914
sequential,0.298,0.0652
-- through the flow --
stage          hold slack, ns  instances  setup slack (ns)  power, mW  utilization
6_report                0.480        256              2.83      0.835        0.377
3_3_place_gp            0.466        248              2.50      0.552        0.351
4_1_cts                 0.483        256              2.80      0.843        0.377
2_1_floorplan           0.448        170              3.22      0.499            -
5_1_grt                 0.491        256              2.67      0.890        0.377
3_5_place_dp            0.478        248              2.50      0.556        0.351
-- synthesized netlist by cell type, types with 2 or more instances --
master	number	share of area
sky130_fd_sc_hd__nand2b_1	2	0.0075
sky130_fd_sc_hd__o2111ai_1	2	0.011
sky130_fd_sc_hd__o21a_1	2	0.0090
sky130_fd_sc_hd__a22o_1	2	0.011
sky130_fd_sc_hd__or3_1	2	0.0075
sky130_fd_sc_hd__and4_1	2	0.011
sky130_fd_sc_hd__and3_1	2	0.0075
sky130_fd_sc_hd__o221ai_1	6	0.032
sky130_fd_sc_hd__clkbuf_8	2	0.017
sky130_fd_sc_hd__o31a_2	2	0.012
sky130_fd_sc_hd__nand3_1	5	0.015
sky130_fd_sc_hd__nand2_1	42	0.095
sky130_fd_sc_hd__clkbuf_1	2	0.0045
sky130_fd_sc_hd__nor4_1	2	0.0075
sky130_fd_sc_hd__a22oi_1	2	0.0090
sky130_fd_sc_hd__mux2i_1	2	0.012
sky130_fd_sc_hd__nor3_1	2	0.0060
sky130_fd_sc_hd__dfrtp_1	20	0.30
sky130_fd_sc_hd__ha_1	3	0.023
sky130_fd_sc_hd__and2_1	4	0.015
sky130_fd_sc_hd__nor2b_1	3	0.011
sky130_fd_sc_hd__o21ai_0	8	0.024
sky130_fd_sc_hd__inv_1	7	0.016
sky130_fd_sc_hd__o211ai_1	3	0.014
sky130_fd_sc_hd__a21o_1	3	0.014
sky130_fd_sc_hd__edfxtp_1	9	0.16
sky130_fd_sc_hd__nor2_1	7	0.016
-- cells by family (layout without fill, tap and decap cells) --
family | Yosys count | count (layout)
compound gates | 38 | 38
buf+inv | 13 | 29
fa+ha+maj | 3 | 3
simple gates | 83 | 83
mux | 3 | 3
flops | 30 | 30
-- layout by cell type (no fill, tap or decap), types with 2 or more instances in the layout --
cell type,synthesis,layout
sky130_fd_sc_hd__nor3_1,2,2
sky130_fd_sc_hd__nor2_1,7,7
sky130_fd_sc_hd__o211ai_1,3,3
sky130_fd_sc_hd__and4_1,2,2
sky130_fd_sc_hd__nand3_1,5,5
sky130_fd_sc_hd__a22o_1,2,2
sky130_fd_sc_hd__o21ai_0,8,8
sky130_fd_sc_hd__mux2i_1,2,2
sky130_fd_sc_hd__o31a_2,2,2
sky130_fd_sc_hd__clkdlybuf4s50_1,0,12
sky130_fd_sc_hd__and3_1,2,2
sky130_fd_sc_hd__ha_1,3,3
sky130_fd_sc_hd__nand2b_1,2,2
sky130_fd_sc_hd__o221ai_1,6,6
sky130_fd_sc_hd__nor4_1,2,2
sky130_fd_sc_hd__buf_4,1,2
sky130_fd_sc_hd__inv_1,7,7
sky130_fd_sc_hd__nand2_1,42,42
sky130_fd_sc_hd__a21o_1,3,3
sky130_fd_sc_hd__bufinv_16,0,2
sky130_fd_sc_hd__edfxtp_1,9,9
sky130_fd_sc_hd__or3_1,2,2
sky130_fd_sc_hd__clkbuf_8,2,5
sky130_fd_sc_hd__a22oi_1,2,2
sky130_fd_sc_hd__o2111ai_1,2,2
sky130_fd_sc_hd__dfrtp_1,20,20
sky130_fd_sc_hd__and2_1,4,4
sky130_fd_sc_hd__o21a_1,2,2
sky130_fd_sc_hd__nor2b_1,3,3
-- worst paths after layout --
| kind | to | cells past startpoint | slack (ns) | from |
|---|---|---|---|---|
| hold / removal | bit_cnt[3] | 1 | 0.48 | bit_cnt[3] |
| max in group asynchronous | tx | 2 | 3.74 | rst_n |
| min in group asynchronous | clk_cnt[0] | 2 | 1.08 | rst_n |
| setup / recovery | tx | 1 | 2.83 | tx |
| setup reg to reg | shift_reg[2] | 5 | 2.87 | clk_cnt[0] |
| hold reg to reg | bit_cnt[3] | 1 | 0.48 | bit_cnt[3] |
-- per-layer routing --
layer	share of wire	global-route usage	routed length, um	up-vias
li1	-	-	-	649
met1	0.50	0.195	1590	589
met2	0.45	0.196	1440	17
met3	0.033	0.0231	105	6
met4	0.017	0.0173	53	0
met5	0	0	0	-
-- final cells by class --
class / instances / area, um^2 / area share
flip-flops and latches: 30 / 797 / 0.406
inverters: 7 / 26.3 / 0.0134
well taps: 70 / 87.6 / 0.0446
repair buffers: 14 / 135 / 0.0689
clock buffers: 5 / 68.8 / 0.0351
clock inverters: 3 / 63.8 / 0.0325
multi-input cells: 127 / 783 / 0.399
Power figures rest on the tool's default switching activity, not on a simulated workload.
