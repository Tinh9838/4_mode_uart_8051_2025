==> design.v <==
module uart_mode2_rx (
    input wire clk,
    input wire rst,
    input wire rxd,                
    output reg [7:0] data_out,     
    output reg rb8,                
    output reg done                
);
parameter CLK_PER_BIT = 100;       
reg [3:0] bit_cnt;
reg [10:0] shift_reg;
reg [7:0] clk_cnt;
reg sampling;
reg prev_rxd;
always @(posedge clk or posedge rst) begin
    if (rst) begin
        sampling <= 0;
        clk_cnt <= 0;
        bit_cnt <= 0;
        done <= 0;
        data_out <= 0;
        rb8 <= 0;
        prev_rxd <= 1;
    end else begin
        done <= 0;
        prev_rxd <= rxd;
        if (!sampling && prev_rxd == 1 && rxd == 0) begin
            sampling <= 1;
            clk_cnt <= 0;
            bit_cnt <= 0;
        end
        if (sampling) begin
            if (clk_cnt == CLK_PER_BIT - 1) begin
                clk_cnt <= 0;
                shift_reg <= {rxd, shift_reg[10:1]};
                bit_cnt <= bit_cnt + 1;
                if (bit_cnt == 10) begin
                    sampling <= 0;
                    data_out <= shift_reg[8:1];   
                    rb8 <= shift_reg[9];          
                    done <= 1;
                end
            end else begin
                clk_cnt <= clk_cnt + 1;
            end
        end
    end
end
endmodule
==> run.sh <==
#!/bin/bash
# OpenROAD 26Q1-2900-gdf79404cd8, Yosys 0.63+post, stock flow scripts
make -C /OpenROAD-flow-scripts/flow DESIGN_CONFIG=/design/flow/config.mk WORK_HOME=/design/flow/orfs finish
==> config.mk <==
export PLATFORM = sky130hd
export DESIGN_NAME = uart_mode2_rx
export DESIGN_NICKNAME = uart_mode2_rx
export VERILOG_FILES = /design/flow/design.v
export SDC_FILE = /design/flow/constraint.sdc
export NUM_CORES = 4
export LEC_CHECK = 1
export CORE_AREA = 10 10 102 102
export DIE_AREA = 0 0 112 112
==> constraint.sdc <==
current_design uart_mode2_rx

set clk_period 4.1
set clk_io_pct 0.2

create_clock -name clk0 -period $clk_period [get_ports {clk}]

set non_clock_inputs [all_inputs -no_clocks]
set_input_delay [expr $clk_period * $clk_io_pct] -clock clk0 $non_clock_inputs
set_output_delay [expr $clk_period * $clk_io_pct] -clock clk0 [all_outputs]
==> out/summary.json <==
{
  "global_routing": {
    "grt_pass1_vias": 919,
    "track_usage_pct": 3.99,
    "antenna_found_initial": 0,
    "grt_pass1_wl_mm": 4.43,
    "globalRouteOverflowTotal": 0,
    "grt_start_max_net_pins": 17
  },
  "worst_setup_path": {
    "worstPathMaxFanout": 10,
    "end_of_the_critical_path": "shift_reg[7]",
    "worst_setup_path_startpoint": "clk_cnt[0]",
    "launch_point_of_the_worst_reg_to_reg_path": "clk_cnt[0]",
    "reg2reg_depth": 4,
    "r2r-end": "shift_reg[7]",
    "critical_path_class": "reg2reg",
    "crit_arrival_ns": 2.37,
    "crit_path_start_kind": "flop",
    "crit_required_ns": 4.02,
    "reg2reg_setup_slack_ns": 1.65,
    "worstSetupEndpointType": "flop"
  },
  "place": {
    "dp_cells": 228,
    "place.gp.congestion": 0.817,
    "port_buffers": 12,
    "dpl.hpwl_mm": 1.76
  },
  "final_timing": {
    "max-slew-margin-rel_pct": 45.7,
    "final_hold_viol_count": 0,
    "rsz_0062_raised_after_global_routing": "false",
    "min_period_over_period_pct": 59.8,
    "achievable-frequency_mhz": 408,
    "clock-skew-final_ns": 0.00580,
    "setup_tns_ns": 0,
    "tightestPinTransition_ns": 0.812,
    "setup_viol": 0,
    "post-route-min-period_ns": 2.45,
    "report.final.slew_viol_count": 0
  },
  "layout": {
    "layout_top_cell": "sky130_fd_sc_hd__dfrtp_1",
    "max_reg_flops": 10,
    "post_route_cells_drive_above_1_share_pct": 19.1,
    "most-common-layout-cells": "sky130_fd_sc_hd__dfrtp_1 (23), sky130_fd_sc_hd__clkdlybuf4s50_1 (12), sky130_fd_sc_hd__edfxtp_1 (10), sky130_fd_sc_hd__mux2_2 (9)",
    "flow.area_growth_from_synthesis_pct": 22.6,
    "final_cell_count_no_fill": 236
  },
  "clock_tree": {
    "worst_setup_hold_path_clk_slew_ns": 0.07,
    "h_tree_lvls": 2,
    "clk-insertion-delay-late_ns": 0.28,
    "post_cts_resized": 0,
    "clock-root-buffer": "sky130_fd_sc_hd__clkbuf_8",
    "postCtsSetupRepairBufs": 0,
    "cts_hold_buffers": 0,
    "cts_inserted_buffers": 5,
    "clockBufferDepth": 2,
    "clock_net_sink_count": 34,
    "tritoncts": "built"
  },
  "min_path": {
    "hp_class": "reg2reg",
    "hold_path_startpoint": "shift_reg[10]"
  },
  "flow_run": {
    "drv_cap": 0,
    "tool_warnings": 26
  },
  "detailed_routing": {
    "n_antenna_cell": 0,
    "dr.first_iter.drc_count": 56,
    "detailedRoute.firstPassIterationCount": 4,
    "post_drt_via_cell_ratio": 3.86,
    "post-route-drc-count": 0,
    "drt-total-wl_mm": 2.51,
    "vias": 911,
    "wire_per_inst_um": 10.6,
    "final_antenna_net_count": 0
  },
  "floorplan": {
    "die_ar_um2": 12500,
    "initial_utilization_pct": 17.9,
    "dieWidth_um": 112,
    "floorplan.die.height_um": 112,
    "placeableCoreArea_um2": 8220,
    "row_count": 33,
    "io_pins": 13
  },
  "power": {
    "switching_share_pct": 20.7,
    "combinationalPowerShare_pct": 1.6,
    "power.density_nw_per_um2": 340,
    "ir_worst_vdd_uv": 115,
    "relative_contribution_of_sequential_cells_to_total_power_pct": 56.9,
    "power.switching_uw": 127,
    "p_clk_share_pct": 41.5,
    "power.static_leakage_nw": 0.711,
    "p_int_uw": 486
  },
  "synth": {
    "synth_area_in_simple_gates_pct": 14.7,
    "synth_area_per_cell_um2": 12.9,
    "synth-compound-area-share_pct": 8.60,
    "synthArstFlopShare_pct": 70.6,
    "postSynth.topFlopCell": "sky130_fd_sc_hd__dfrtp_1",
    "ys_ff": 34,
    "ys_cells": 114,
    "ys_sh_mux_pct": 9.63,
    "post_synth_fa_ha_maj_area_fraction_pct": 2.56,
    "postSynthCellCount": 114,
    "ys_types": 37,
    "synth-warning-count": 1,
    "ys_seq_share_pct": 61.4,
    "logic_family": "simple AND/OR/NAND/NOR gates",
    "xor_area_share_pct": 0,
    "netlist_area_um2": 1470,
    "count_of_library_flops_with_an_enable_pin": 10,
    "synth.yosys.chip_area_um2": 1470
  },
  "outcome": {
    "status": "completed"
  }
}
## worst max-delay path: stages (launching register included)
cell and delay [ns]:
sky130_fd_sc_hd__dfrtp_1 0.40, sky130_fd_sc_hd__ha_1 0.25, sky130_fd_sc_hd__nand4b_1 0.31, sky130_fd_sc_hd__or3_1 0.48, sky130_fd_sc_hd__nor2_1 0.64
## cells in the mapped netlist (2+ instances only)
| master | instances | area (µm²) |
|---|---|---|
| sky130_fd_sc_hd__nor3_1 | 3 | 15.0 |
| sky130_fd_sc_hd__o211ai_1 | 2 | 15.0 |
| sky130_fd_sc_hd__clkbuf_1 | 3 | 11.3 |
| sky130_fd_sc_hd__nand4_1 | 2 | 12.5 |
| sky130_fd_sc_hd__inv_1 | 6 | 22.5 |
| sky130_fd_sc_hd__ha_1 | 3 | 37.5 |
| sky130_fd_sc_hd__a22oi_1 | 2 | 15.0 |
| sky130_fd_sc_hd__mux2i_1 | 4 | 40.0 |
| sky130_fd_sc_hd__edfxtp_1 | 10 | 300 |
| sky130_fd_sc_hd__dfrtp_1 | 23 | 576 |
| sky130_fd_sc_hd__mux2_2 | 9 | 101 |
| sky130_fd_sc_hd__or3_1 | 2 | 12.5 |
| sky130_fd_sc_hd__or4_1 | 2 | 15.0 |
| sky130_fd_sc_hd__nand2_1 | 3 | 11.3 |
| sky130_fd_sc_hd__nor2_1 | 4 | 15.0 |
| sky130_fd_sc_hd__a21oi_1 | 3 | 15.0 |
| sky130_fd_sc_hd__nand3_1 | 7 | 35.0 |
| sky130_fd_sc_hd__o21ai_0 | 7 | 35.0 |
## metrics by stage
stage,hold slack (ns),setup WS [ns],cell area [µm²],power [mW],util (%)
3_5_place_dp,0.417,1.65,1710,0.365,20.8
3_3_place_gp,0.427,1.73,1710,0.365,20.8
5_1_grt,0.451,1.43,1800,0.639,21.9
4_1_cts,0.444,1.63,1800,0.622,21.9
2_1_floorplan,0.400,1.96,1470,0.360,-
6_report,0.435,1.65,1800,0.612,21.9
## area by class of cell
class	instances	area, µm²
clock buffers	6	82.6
repair buffers	13	128
well taps	105	131
inverters	6	22.5
multi-input cells	70	522
fillers	852	6420
clock inverters	2	12.5
flip-flops and latches	34	902
## power groups by stage
stage     Combinational (mW)  Sequential (mW)  Clock [mW]
5_1_grt               0.0114            0.348       0.279
6_report             0.00962            0.349       0.254
4_1_cts               0.0102            0.348       0.263
## worst min path at each step
stage / end / cells after the start
4_1_cts: shift_reg[9] / 0
5_1_grt: shift_reg[9] / 0
6_report: shift_reg[9] / 0
## cell families (layout without fill, tap and decap cells)
family                     Yosys count  count (layout)
AOI/OAI and AO/OA                   20              20
adders and majority gates            3               3
buffers and inverters               10              27
DFF                                 34              34
muxes                               13              13
and+or+nand+nor                     34              34
## routing by layer
layer | vias up | part of all wire, % | global-route usage (%)
li1 | 455 | - | -
met1 | 439 | 51 | 6.11
met2 | 11 | 44 | 5.59
met3 | 6 | 2.4 | 0.869
met4 | 0 | 2.8 | 0.931
met5 | - | 0 | 0
Power and IR drop assume default switching activity.
